--- design/flow/design.v ---
module mux_fix(sel,inp0, inp1, inp2, inp3, inp4, inp5, inp6, inp7, inp8, 
           inp9, inp10, inp11, inp12, inp13, inp14, inp15, inp16, inp17,
           inp18, inp19, inp20, inp21, inp22, inp23, inp24, inp25, inp26,
           inp27, inp28, inp29, inp30, out);
  input [4:0] sel;
  input [1:0] inp0, inp1, inp2, inp3, inp4, inp5, inp6,
            inp7, inp8, inp9, inp10, inp11, inp12, inp13, 
            inp14, inp15, inp16, inp17, inp18, inp19, inp20,
            inp21, inp22, inp23, inp24, inp25, inp26,
            inp27, inp28, inp29, inp30;
  output [1:0] out;
  reg [1:0] out;
  always @(sel or inp0  or inp1 or  inp2 or inp3 or inp4 or inp5 or inp6 or
            inp7 or inp8 or inp9 or inp10 or inp11 or inp12 or inp13 or 
            inp14 or inp15 or inp16 or inp17 or inp18 or inp19 or inp20 or
            inp21 or inp22 or inp23 or inp24 or inp25 or inp26 or inp27 or 
            inp28 or inp29 or inp30 )
  begin
    case(sel)
      5'b00000: out = inp0;  
      5'b00001: out = inp1;  
      5'b00010: out = inp2;  
      5'b00011: out = inp3;  
      5'b00100: out = inp4;  
      5'b00101: out = inp5;  
      5'b00110: out = inp6;  
      5'b00111: out = inp7;  
      5'b01000: out = inp8;  
      5'b01001: out = inp9;  
      5'b01010: out = inp10;
      5'b01011: out = inp11;
      5'b01100: out = inp12;  
      5'b01101: out = inp13;
      5'b01110: out = inp14;
      5'b01111: out = inp15;
      5'b10000: out = inp16;
      5'b10001: out = inp17;
      5'b10010: out = inp18;
      5'b10011: out = inp19;
      5'b10100: out = inp20;
      5'b10101: out = inp21;
      5'b10110: out = inp22;
      5'b10111: out = inp23;
      5'b11000: out = inp24;
      5'b11001: out = inp25;
      5'b11010: out = inp26;
      5'b11011: out = inp27;
      5'b11100: out = inp28;
      5'b11101: out = inp29;
      5'b11110: out = inp30;   
      default: out = 0;
    endcase
  end
endmodule 
--- design/flow/run.sh ---
#!/bin/bash
# OpenROAD 26Q1-2900-gdf79404cd8, Yosys 0.63+post, stock flow scripts
make -C /OpenROAD-flow-scripts/flow DESIGN_CONFIG=/design/flow/config.mk WORK_HOME=/design/flow/orfs finish
--- design/flow/config.mk ---
export PLATFORM = sky130hd
export DESIGN_NAME = mux_fix
export DESIGN_NICKNAME = mux_fix
export VERILOG_FILES = /design/flow/design.v
export SDC_FILE = /design/flow/constraint.sdc
export NUM_CORES = 4
export LEC_CHECK = 1
export CORE_AREA = 10 10 78 78
export DIE_AREA = 0 0 88 88
--- design/flow/constraint.sdc ---
current_design mux_fix

set clk_period 1.9
set clk_io_pct 0.2

create_clock -name clk0 -period $clk_period

set non_clock_inputs [all_inputs -no_clocks]
set_input_delay [expr $clk_period * $clk_io_pct] -clock clk0 $non_clock_inputs
set_output_delay [expr $clk_period * $clk_io_pct] -clock clk0 [all_outputs]
==> qor.csv <==
stage;metric;value;unit
setup_path;critPathLaunchType;input port;
pwr;power.density;195.7;mW/mm^2
die;die_area;0.007744;mm^2
timing;relSlewSlack;0.7973;
synth;synth_top_area_share;0.1580;
routing;dr.pass1.iters;4;
routing;routed_via_density;4.584;
timing;rsz0062_at_grt;yes;
worst_hold_path;hold_depth;5;
placed_design;dpl.hpwl;3.198;mm
cells_and_area;area_growth;164.8;%
die;chipHeight;88;um
run;cap_violations;0;
timing;fin_crit;2209;ps
setup_path;end_kind;output port;
synth;synthCells;96;
placed_design;gp_congestion;0.8270;
synth;syn_avg_cell_area;7.260;um^2
global_route;grtUsageTotal;0.09424;
pwr;peakVddDrop;50.13;uV
worst_hold_path;min_from;inp30[0];
routing;drc;0;
run;warning_count;34;
cells_and_area;regArea;0;um^2
timing;worst_slew_pin_slew;304.1;ps
global_route;grt_max_degree;14;
die;num_io_pins;69;
cells_and_area;drive_above_1_share;0.3575;
pwr;power.leakage;0.8480;nW
status;violations;setup timing;
setup_path;crit_required;1520;ps
cells_and_area;layout.sequential_cells;0;
routing;drt_wl_total;3.914;mm
setup_path;critical_path_class;input port to output port;
setup_path;slowest_delay;460;ps
synth;ys_cells;96;
routing;vias;1123;
timing;layout_setup_ws;-309.4;ps
synth;syn-cell-area;696.9;um^2
setup_path;critPathArrivalTime;1830;ps
worst_hold_path;hp-class;input port to output port;
setup_path;crit_slowest_cell;or4_1;
timing;setup_viol;2;
die;fp.dieW;88;um
routing;detail-route-antenna-nets;0;
die;initial_core_util;0.1579;
synth;largest_area_cell;mux2i_1;
placed_design;numPortBuffers;69;
synth;synth.area.top_cells;mux2i_1 (16%), mux2_2 (6.5%), nor2b_1 (5.4%), a31oi_1 (4.5%), buf_2 (4.3%);
die;core-area;0.004414;mm^2
global_route;antenna_found_initial;0;
cells_and_area;fin_util;0.4181;
timing;fmax;452.6;MHz
global_route;grt_pass1_vias;1176;
placed_design;place_ws;-1143;ps
die;num_rows;24;
synth;synth_seq_share;0;
routing;diodes;0;
setup_path;crit_path_max_fanout;6;
setup_path;crit_chain;buf_8, buf_12, buf_6, buf_6, buf_4, nor2b_1, o21ai_1, o21ai_1, or4_1, buf_2;
timing;fin_setup_tns;-593.7;ps
worst_hold_path;hold_end;out[0];
global_route;gr-total-overflow;0;
routing;first_iter_violations;69;
synth;synth_warnings;1;
status;status;finished with violations;
timing;final_hold_viol_count;0;
timing;finalMaxSlewViolations;0;
routing;wire_per_inst;15.98;um
synth;yosysChipArea;696.9;um^2
global_route;grt_pass1_wl;5.968;mm
timing;period_used_share;1.163;
synth;synth.distinct_cells;41;
cells_and_area;nClkBuffers;0;
per-layer routing:
layer,up-vias,track usage,part of all wire
met4,0,0,0
li1,591,-,-
met3,0,0.03087,0.10
met5,-,0,0
met1,488,0.1255,0.44
met2,44,0.1541,0.46
kinds of logic (layout without fill, tap and decap cells):
| kind of cell | after synthesis | after routing | share of synthesized area |
|---|---|---|---|
| and+or+nand+nor | 36 | 36 | 0.3232 |
| AOI/OAI and AO/OA | 33 | 33 | 0.3357 |
| muxes | 16 | 16 | 0.2549 |
| buffers and inverters | 11 | 108 | 0.08618 |
how the worst max path moves through the flow:
stage / start / end / slack [ps]
CTS: sel[1] / out[0] / -350
global route: sel[1] / out[0] / -420
finish: sel[1] / out[0] / -310
timing repair:
action / CTS / global route
resized: 73 / 30
setup endpoints to repair: 2 / 2
pin swaps: 14 / 15
hold buffers: 0 / 0
setup buffers: 11 / 4
through the flow:
stage | hold slack [ps] | instance area (um^2) | power (mW) | cells
after floorplan | 983.2 | 696.9 | 0.1110 | 96
after global placement | 1997 | 1582 | 0.3217 | 230
after detailed placement | 2002 | 1582 | 0.3207 | 230
after CTS | 1407 | 1690 | 0.3364 | 241
after global routing | 1326 | 1846 | 0.3915 | 245
final | 1255 | 1846 | 0.3612 | 245
cell type report:
type / instances / area, um^2
timing repair buffer: 107 / 1022
multi-input combinational: 85 / 754.5
tap: 52 / 65.06
inverter: 1 / 3.754
fill: 417 / 2569
critical path: cells and delay by family:
kind / cells / cell delay [ps]
simple gates: 2 / 590
compound gates: 2 / 160
buf+inv: 6 / 680
power by group:
group / leakage [nW] / internal (mW) / switching [mW]
combinational: 0.848 / 0.238 / 0.123
clock: 0 / 0 / 0
sequential: 0 / 0 / 0
total: 0.848 / 0.238 / 0.123
cell usage in the layout, fill, tap and decap left out, types with 3 or more instances in the layout:
master | netlist | final
dlymetal6s2s_1 | 0 | 10
dlygate4sd2_1 | 0 | 13
buf_4 | 1 | 27
nor2_1 | 6 | 3
nor2b_4 | 1 | 3
nand2_1 | 3 | 3
nand3_1 | 4 | 4
nor3_1 | 3 | 3
a31oi_1 | 5 | 4
nor2_2 | 0 | 3
a21oi_1 | 4 | 4
buf_6 | 1 | 11
mux2i_1 | 11 | 10
nor2b_1 | 6 | 4
o21ai_1 | 1 | 4
buf_2 | 6 | 5
clkdlybuf4s50_1 | 0 | 35
mux2_4 | 0 | 4
Yosys cell counts, types with 2 or more instances:
cell      number
nor2b_1        6
nor3_1         3
mux2i_1       11
o22ai_1        2
a32oi_1        3
nand2_1        3
a31oi_1        5
nand3_1        4
buf_2          6
nor4bb_1       2
a21oi_1        4
clkbuf_1       2
nor3b_1        2
nor2_1         6
o21ai_0        5
or3_1          2
a22o_1         2
or4_1          2
mux2_2         4
Power and IR drop assume default switching activity.
