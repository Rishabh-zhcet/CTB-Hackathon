<file path="flow/config.mk">
export PLATFORM = sky130hd
export DESIGN_NAME = mux
export DESIGN_NICKNAME = mux
export VERILOG_FILES = /design/flow/design.v
export SDC_FILE = /design/flow/constraint.sdc
export NUM_CORES = 4
export LEC_CHECK = 1
export CORE_AREA = 10 10 72 72
export DIE_AREA = 0 0 82 82
</file>
<file path="flow/constraint.sdc">
current_design mux

set clk_period 3.2
set clk_io_pct 0.2

create_clock -name clk0 -period $clk_period

set non_clock_inputs [all_inputs -no_clocks]
set_input_delay [expr $clk_period * $clk_io_pct] -clock clk0 $non_clock_inputs
set_output_delay [expr $clk_period * $clk_io_pct] -clock clk0 [all_outputs]
</file>
<file path="flow/design.v">
module mux(sel,inp0, inp1, inp2, inp3, inp4, inp5, inp6, inp7, inp8, 
           inp9, inp10, inp11, inp12, inp13, inp14, inp15, inp16, inp17,
           inp18, inp19, inp20, inp21, inp22, inp23, inp24, inp25, inp26,
           inp27, inp28, inp29, inp30, out);
  input [4:0] sel;
  input [1:0] inp0, inp1, inp2, inp3, inp4, inp5, inp6,
            inp7, inp8, inp9, inp10, inp11, inp12, inp13, 
            inp14, inp15, inp16, inp17, inp18, inp19, inp20,
            inp21, inp22, inp23, inp24, inp25, inp26,
            inp27, inp28, inp29, inp30;
  output [1:0] out;
  reg [1:0] out;
  always @(sel or inp0  or inp1 or  inp2 or inp3 or inp4 or inp5 or inp6 or
            inp7 or inp8 or inp9 or inp10 or inp11 or inp12 or inp13 or 
            inp14 or inp15 or inp16 or inp17 or inp18 or inp19 or inp20 or
            inp21 or inp22 or inp23 or inp24 or inp25 or inp26 or inp27 or 
            inp28 or inp29 or inp30 )
  begin
    case(sel)
      5'b00000: out = inp0;  
      5'b00001: out = inp1;  
      5'b00010: out = inp2;  
      5'b00011: out = inp3;  
      5'b00100: out = inp4;  
      5'b00101: out = inp5;  
      5'b00110: out = inp6;  
      5'b00111: out = inp7;  
      5'b01000: out = inp8;  
      5'b01001: out = inp9;  
      5'b01010: out = inp10;
      5'b01011: out = inp11;
      5'b01101: out = inp12;
      5'b01101: out = inp13;
      5'b01110: out = inp14;
      5'b01111: out = inp15;
      5'b10000: out = inp16;
      5'b10001: out = inp17;
      5'b10010: out = inp18;
      5'b10011: out = inp19;
      5'b10100: out = inp20;
      5'b10101: out = inp21;
      5'b10110: out = inp22;
      5'b10111: out = inp23;
      5'b11000: out = inp24;
      5'b11001: out = inp25;
      5'b11010: out = inp26;
      5'b11011: out = inp27;
      5'b11100: out = inp28;
      5'b11101: out = inp29;
      default: out = 0;
    endcase
  end
endmodule 
</file>
<file path="flow/run.sh">
#!/bin/bash
# OpenROAD 26Q1-2900-gdf79404cd8, Yosys 0.63+post, stock flow scripts
make -C /OpenROAD-flow-scripts/flow DESIGN_CONFIG=/design/flow/config.mk WORK_HOME=/design/flow/orfs finish
</file>
==> impl_metrics.env <==
# physical design summary
export IMPL_antenna_left=0
export IMPL_firstDrtPassIters=4
export IMPL_routed_wirelength_um=3350
export IMPL_finalCriticalPeriod_ns=2.98
export IMPL_tightest_slew_ns=0.351
export IMPL_synthDistinctLibCells=37
export IMPL_drv_slew=0
export IMPL_post_dp_hpwl_um=2780
export IMPL_chip_area_mm2=0.00672
export IMPL_yosys_area_share_aoi_pct=20.7
export IMPL_power_switching_uw=59.1
export IMPL_sequentialPowerShare_pct=0
export IMPL_relSlewSlack_pct=76.0
export IMPL_io_buffers=65
export IMPL_drc_errors=0
export IMPL_ys_seq_share_pct=0
export IMPL_setup_violations=0
export IMPL_min_to="out[1]"
export IMPL_seq_area_um2=0
export IMPL_path_max_fanout=1
export IMPL_top_logic_kind="simple AND/OR/NAND/NOR gates"
export IMPL_final_core_util_pct=43.1
export IMPL_routed_via_density=4.79
export IMPL_avgSynthCellArea_um2=7.14
export IMPL_muxShareOfSynthArea_pct=29.3
export IMPL_grt_pass1_wl_um=5180
export IMPL_synth_xor_xnor_area_share_pct=0
export IMPL_ys_sh_simple_pct=40.2
export IMPL_layoutNonFillerInstCount=227
export IMPL_core_mm2=0.00369
export IMPL_clkbuf_count=0
export IMPL_nFillCells=374
export IMPL_max_cap_viol_count=0
export IMPL_seq_cells=0
export IMPL_syn_inst=95
export IMPL_io_pins=69
export IMPL_grtUsageTotal_pct=9.33
export IMPL_drtIter0Drc=47
export IMPL_rows=22
export IMPL_drive_gt1_share_pct=26.8
export IMPL_yosys_area_um2=678
export IMPL_syn_cell_area_um2=678
export IMPL_final_hold_violation_count=0
export IMPL_gp_congestion=0.847
export IMPL_routed_via_count=1087
export IMPL_max_freq_mhz=335
export IMPL_warnings=37
export IMPL_yosysTopAreaCell="mux2_2"
export IMPL_initial_core_util_pct=18.4
export IMPL_power_frac_clock_pct=0
export IMPL_grt_pass1_vias=1146
export IMPL_hp_start="sel[4]"
export IMPL_crit_arrival_ns=2.34
export IMPL_top_area_share_pct=11.6
export IMPL_end_kind="output port"
export IMPL_finalCritPeriodShare_pct=93.3
export IMPL_ir_drop_uv=52.4
export IMPL_yosys_cells=95
export IMPL_hold_path_class="primary input to output port"
export IMPL_p_sw_share_pct=32.0
export IMPL_p_per_area_mw_per_mm2=116
export IMPL_start_kind="primary input"
export IMPL_area_leaders="mux2_2 12%, nand3_1 9.6%, mux2i_1 8.9%"
export IMPL_min_path_cells=4
export IMPL_overflow=0
export IMPL_ys_warn_count=1
export IMPL_share_comb_of_total_power_pct=100.0
export IMPL_crit_type="primary input to output port"
export IMPL_fp_dieH_um=82
export IMPL_synthAdderAreaFrac_pct=0
export IMPL_antenna_found_initial=0
export IMPL_fp_dieW_um=82
export IMPL_area_growth_pct=134
export IMPL_status="finished clean"
export IMPL_internal_power_uw=126
export IMPL_antennaDiodeCount=0
export IMPL_grt_start_max_net_pins=13
export IMPL_required_ns=2.56
export IMPL_wl_per_cell_um=14.8
export IMPL_power_leakage_nw=0.643
export IMPL_rsz0062_at_grt="no"
export IMPL_dp_cells=219
[layout make-up]
type | instances | area (um^2) | share of cell area [%]
timing repair buffer | 95 | 881 | 55.4
multi-input combinational | 82 | 641 | 40.3
tap | 48 | 60.1 | 3.78
inverter | 2 | 7.51 | 0.472
[cells in the mapped netlist (2+ instances only)]
master and instances:
a21oi_1 3, a22o_1 2, a22oi_1 2, a31oi_1 5, buf_2 5, clkbuf_1 3
inv_1 2, mux2_2 7, mux2i_1 6, mux4_2 2, nand3_1 13, nand3b_1 3
nand4_1 6, nor2_1 2, nor2b_1 5, nor3_1 5, nor3b_1 2, o21ai_0 2
or3_1 2
[critical path, cell delays in order]
cell and delay, ns:
clkdlybuf4s50_1 0.41, mux2_4 0.26, a22oi_1 0.17, or3_1 0.12
o2111ai_1 0.08, or4_1 0.54, clkbuf_2 0.12
[cell families (layout without fill, tap and decap cells)]
kind of cell | count (synthesis) | after routing
mux | 16 | 16
compound gates | 20 | 20
buf+inv | 13 | 97
simple gates | 46 | 46
[routing by layer]
layer	share of wire [%]	routed length [um]	track usage (%)	up-vias
met5	0	0	0	-
met3	6.2	207	2.42	0
li1	-	-	-	551
met1	46	1540	11.9	487
met2	48	1600	16.2	49
met4	0	0	0.340	0
[power by group through the flow]
stage	clock [mW]	combinational [mW]	sequential, mW
CTS	0	0.177	0
global route	0	0.200	0
finish	0	0.185	0
[timing repair]
| action | 4_1_cts | 5_1_grt |
|---|---|---|
| pin swaps | 2 | 7 |
| resized | 9 | 11 |
| gates cloned | 1 | 0 |
| buffers inserted | 1 | 6 |
| setup endpoints to repair | 2 | 2 |
| hold buffers | 0 | 0 |
[how the worst max path moves through the flow]
stage            from     end  slack [ns]  cells past startpoint
CTS            sel[0]  out[0]       -0.07                      8
global route   sel[2]  out[0]        0.08                      7
finish        inp4[0]  out[0]        0.22                      7
[cells in the final DEF (no fill, tap or decap), types with 2 or more instances in the layout]
master and instances:
buf_6 3, dlygate4sd2_1 3, mux2i_1 6, clkdlybuf4s50_1 58
a21oi_1 3, nor2_1 2, o21ai_0 2, or3_1 2
nor3b_1 2, nand3_1 11, mux4_2 2, a22oi_1 2
nand3_2 2, nor2b_1 5, a31oi_1 5, buf_4 26
nand3b_1 3, mux2_2 7, a22o_1 2, nor3_1 4
dlymetal6s2s_1 2, nand4_1 6
[stage by stage]
step / total power [mW] / setup WS, ns / hold slack, ns / setup TNS (ns) / area, um^2
2_1_floorplan: 0.0635 / 0.716 / 1.47 / 0 / 678
4_1_cts: 0.177 / -0.0719 / 2.19 / -0.0719 / 1510
6_report: 0.185 / 0.216 / 2.04 / 0 / 1590
3_5_place_dp: 0.177 / -0.370 / 2.52 / -0.692 / 1500
3_3_place_gp: 0.176 / -0.389 / 2.52 / -0.694 / 1500
5_1_grt: 0.200 / 0.0789 / 2.08 / 0 / 1590
No activity file was given, so power comes from the tool's default toggle rates.
